===== ./config.mk =====
export PLATFORM = sky130hd
export DESIGN_NAME = cpu
export DESIGN_NICKNAME = cpu
export VERILOG_FILES = /design/flow/design.v
export SDC_FILE = /design/flow/constraint.sdc
export NUM_CORES = 4
export LEC_CHECK = 1
export CORE_UTILIZATION = 50

===== ./constraint.sdc =====
current_design cpu

set clk_period 24.6
set clk_io_pct 0.2

create_clock -name clk0 -period $clk_period [get_ports {KEY}]

set non_clock_inputs [all_inputs -no_clocks]
set_input_delay [expr $clk_period * $clk_io_pct] -clock clk0 $non_clock_inputs
set_output_delay [expr $clk_period * $clk_io_pct] -clock clk0 [all_outputs]

===== ./design.v =====
module addsub(AddSub, A, BusWires, Sum);
input AddSub;
input[15:0] A, BusWires;
output[15:0] Sum;
reg[15:0] Sum;
always@(AddSub or A or BusWires)
begin
	if(!AddSub)
	Sum = A + BusWires;
	else
	Sum = A - BusWires;
end
endmodule
module busmux(Rout, Gout, DINout, R0, R1, R2, R3, R4, R5, R6, R7, G, DIN, BusWires);
input[0:7]  Rout;
input Gout, DINout;
input[15:0] R0, R1, R2, R3, R4, R5, R6, R7, G, DIN;
output[15:0] BusWires;
reg[15:0] BusWires;
wire[1:10] Sel;
assign Sel = {Rout, Gout, DINout};
always@(*)
begin
	if(Sel == 10'b1000000000)
		BusWires = R0;
	else if(Sel == 10'b0100000000)
		BusWires = R1;
	else if(Sel == 10'b0010000000)
		BusWires = R2;
	else if(Sel == 10'b0001000000)
		BusWires = R3;
	else if(Sel == 10'b0000100000)
		BusWires = R4;
	else if(Sel == 10'b0000010000)
		BusWires = R5;
	else if(Sel == 10'b0000001000)
		BusWires = R6;
	else if(Sel == 10'b0000000100)
		BusWires = R7;		
	else if(Sel == 10'b0000000010)
		BusWires = G;
	else BusWires = DIN;
end
endmodule
module cpu (KEY, SW, LEDR);
	input [1:0] KEY;
	input [17:0] SW;
	output [17:0] LEDR;	
	wire Resetn, Manual_Clock, Run, Done;
	wire [15:0] DIN, Bus;
	assign Resetn = KEY[0];
	assign Manual_Clock = KEY[1];	
	assign DIN = SW[15:0];
	assign Run = SW[17];
	proc U1 (DIN, Resetn, Manual_Clock, Run, Done, Bus);
	assign LEDR[15:0] = Bus;
	assign LEDR[16] = 1'b0;
	assign LEDR[17] = Done;
endmodule
module dec3to8 (W, En, Y);
input [2:0] W;
input  En;
output[0:7] Y;
reg   [0:7] Y;
always @ (W or En)
 begin
  if(En == 1)    
     case(W)     
       3'b000:  Y = 8'b10000000;
       3'b001:  Y = 8'b01000000;
       3'b010:  Y = 8'b00100000;
       3'b011:  Y = 8'b00010000;
       3'b100:  Y = 8'b00001000;
       3'b101:  Y = 8'b00000100;
       3'b110:  Y = 8'b00000010;
       3'b111:  Y = 8'b00000001;                   
     endcase
  else
     Y = 8'b00000000;    
 end
endmodule
module proc(DIN, Resetn, Clock, Run, Done, BusWires);
	input [15:0] DIN;
	input Resetn, Clock, Run;
	output Done;
	output [15:0] BusWires;
	reg [0:7] Rin, Rout;
	reg IRin, Done, DINout, Ain, Gin, Gout, AddSub;
	wire [1:0] Tstep_Q;
	wire [2:0] I;
	wire [0:7] Xreg, Y;
	wire [15:0] R0, R1, R2, R3, R4, R5, R6, R7, A, G, BusWires, Sum;
	wire [1:9] IR;
	wire [1:10] Sel;  
	wire Clear = ~Resetn | Done | (~Run & ~Tstep_Q[1] & ~Tstep_Q[0]);  
always@(Tstep_Q or Xreg or Y or I)
begin
	Done = 1'b0; Ain = 1'b0; Gin = 1'b0; Gout = 1'b0; AddSub = 1'b0; IRin = 1'b0; DINout =1'b0; Rin = 8'b0; Rout = 8'b0;
case(Tstep_Q)
2'b00:
	begin
	IRin = 1'b1;
	end
2'b01:
	begin
		case(I)
		3'b000: 
		begin
		Rout = Y;
		Rin = Xreg;
		Done = 1'b1;
		end
		3'b001: 
		begin
		DINout = 1'b1;
		Rin = Xreg;
		Done = 1'b1;
		end
		3'b010, 3'b011: 
		begin
		Rout = Xreg;
		Ain = 1'b1;
		end
		default: ;
		endcase
	end
2'b10:
	begin
		case(I)
		3'b010: 
		begin
		Rout = Y;
		Gin = 1'b1;
		end
		3'b011: 
		begin
		Rout = Y;
		AddSub = 1'b1;
		Gin = 1'b1;
		end
		default: ;
		endcase
	end
2'b11:
	begin
	case(I)
	3'b010, 3'b011: 
	begin
	Gout = 1'b1;
	Rin = Xreg;
	Done = 1'b1;
	end
	default: ;
	endcase
	end
endcase
end
regn reg_0(BusWires, Rin[0], Clock, R0);
regn reg_1(BusWires, Rin[1], Clock, R1);
regn reg_2(BusWires, Rin[2], Clock, R2);
regn reg_3(BusWires, Rin[3], Clock, R3);
regn reg_4(BusWires, Rin[4], Clock, R4);
regn reg_5(BusWires, Rin[5], Clock, R5);
regn reg_6(BusWires, Rin[6], Clock, R6);
regn reg_7(BusWires, Rin[7], Clock, R7);
regn reg_A(BusWires, Ain, Clock, A);
regn #(.n(9)) reg_IR(DIN[15:7], IRin, Clock, IR);
regn reg_G(Sum, Gin, Clock, G);
addsub addsub1(AddSub, A, BusWires, Sum);
busmux busmux1(Rout, Gout, DINout, R0, R1, R2, R3, R4, R5, R6, R7, G, DIN, BusWires);
upcount Tstep (Clear, Clock, Tstep_Q);
assign I = IR[1:3];
dec3to8 decX (IR[4:6], 1'b1, Xreg);
dec3to8 decY (IR[7:9], 1'b1, Y);
endmodule
module regn(R,Rin,Clock,Q);
    parameter n = 16;
    input[n-1:0] R;
    input Rin,Clock;
    output[n-1:0] Q;
    reg [n-1:0] Q;
always @(posedge Clock)
    if(Rin) 
  Q <= R;
endmodule
module upcount(Clear,Clock,Q);
    input Clear,Clock;
    output [1:0] Q;
    reg [1:0] Q;
    always @(posedge Clock)
          if (Clear)
               Q <= 2'b0;
          else
               Q <= Q+1'b1;
endmodule

===== ./run.sh =====
#!/bin/bash
# OpenROAD 26Q1-2900-gdf79404cd8, Yosys 0.63+post, stock flow scripts
make -C /OpenROAD-flow-scripts/flow DESIGN_CONFIG=/design/flow/config.mk WORK_HOME=/design/flow/orfs finish

==> out/qor.yml <==
status: "finished clean"
grt_pass1_vias: 6280
cp.arrival_ns: 12.77
peakVddDrop_uv: 83.94
crit_fanout: 2
ys.flop_type: "edfxtp_1"
switching_power_w: 0.0003310
yosys_warnings: 7
most_common_cell: "edfxtp_1"
grt_first_pass_wirelength_um: 34480
fmax_mhz: 81.21
antenna_found_initial: 0
dpl_worst_slack_ns: 12.04
fin_tns_setup_ns: 0
drc: 0
dr.pass1.iters: 8
cap_violations: 0
setup_viol: 0
ctsHoldBuffers: 0
cts_tree: "done"
max_stage_delay_ns: 0.21
p_leak_nw: 3.658
fin_crit_sh_pct: 50.87
die_w_um: 135.1
viasPerCell: 6.178
async_flop_share_pct: 0
worst_pin_slew_ns: 0.8952
vias: 6215
slowest_stage: "clkbuf_16"
hpwl_um: 15490
internal-power_w: 0.0007280
cp-end-kind: "flip-flop"
ioPinCount: 38
gp_congestion: 0.8952
yosys_area_um2: 8853
avgSynthCellArea_um2: 12.47
fp-utilization_pct: 51.19
fin_worst_skew_ns: 0.001803
top_area_share_pct: 57.32
drt_wl_total_um: 22330
slew_viol_final: 0
finalCriticalPeriod_ns: 12.52
final_cells: 1006
synth_cell_types: 78
synth_cells: 710
cp_common_cell: "clkbuf_16"
drt_iter0_drc: 464
warnings: 152
grt_max_degree: 30
combPwrFrac_pct: 33.1
synth.cell_area_um2: 8853
synth.area.top_cells: "edfxtp_1 (57%), dfxtp_1 (4.1%), nor2_1 (2.9%)"
core_um2: 17300
power_density_nw_per_um2: 103.8
slew_headroom_pct: 40.32
crit_path_cell_trace: "o21ai_0 > clkbuf_16 > clkbuf_16 > nor2_1"
synth.largest_area_cell: "edfxtp_1"
fin_ws_ns: 12.08
p_seq_share_pct: 42.3
drive_gt1_share_pct: 11.27
edf_count: 169
finalHoldViolations: 0
num_antenna_cells: 0
grt_usage_pct: 28.22
ys_cells: 710
synth_flops: 187
crit_type: "clock port to flip-flop"
hold_path.class: "clock port to flip-flop"
row_count: 48
grt_overflow: 0
cts-resized-gates: 0
switching_share_pct: 31.26
clkSlewWorstSetupHoldPaths_ns: 0.06
rsz0062_at_grt: "no"
post_cts_buffers: 0
clkPwrFrac_pct: 24.6
common_cells: "edfxtp_1 (169), nor2_1 (69), nand2_1 (41), o21ai_0 (38), inv_1 (28)"
ant_nets: 0
holdWs_ns: 0.1744
cp-start-kind: "clock port"
fp.dieH_um: 135.1
areaGrowthSynthToFinish_pct: 15.21
die-area_um2: 18240
avgRoutedWirePerCell_um: 22.19
cp.required_ns: 24.85
ys_seq_share_pct: 61.39
dp.cells: 970
utilization_pct: 58.97
worstSkewPairLatency_ns: 0.36
io_buffers: 34
-- registers in the layout (all words and copies together), names as in the netlist --
name / flops
U1.reg_3.Q: 16
U1.reg_G.Q: 16
U1.reg_A.Q: 16
U1.Tstep.Q: 2
U1.Y: 8
U1.reg_1.Q: 16
U1.Xreg: 8
U1.reg_7.Q: 16
U1.reg_2.Q: 16
U1.reg_4.Q: 16
U1.reg_0.Q: 16
U1.reg_5.Q: 16
U1.reg_6.Q: 16
U1.reg_IR.Q: 9
-- cell usage in the layout, fill, tap and decap left out, types with 10 or more instances in the layout --
cell	synthesis	final
a21oi_1	24	24
a31oi_1	15	15
and2_1	10	10
buf_4	4	29
clkbuf_16	0	20
clkdlybuf4s50_1	0	34
dfxtp_1	18	18
edfxtp_1	169	169
ha_1	20	20
inv_1	28	28
mux2i_1	10	10
nand2_1	41	41
nand3_1	15	15
nor2_1	69	69
nor3_1	18	18
o21ai_0	38	37
o22ai_1	16	16
xnor2_1	10	10
xor2_1	12	12
-- layer usage --
| layer | vias up | wire (um) | global-route usage, % |
|---|---|---|---|
| li1 | 2878 | - | - |
| met1 | 3021 | 8879 | 40.95 |
| met2 | 287 | 10560 | 42.01 |
| met3 | 29 | 2351 | 13.56 |
| met4 | 0 | 535 | 6.055 |
| met5 | - | 0 | 0 |
-- final timing paths --
| check | cells past startpoint | slack, ns | end | from |
|---|---|---|---|---|
| min | 4 | 0.17 | U1.Tstep.Q[1]$_SDFF_PP0_ | KEY[0] |
| max | 4 | 12.08 | U1.Tstep.Q[1]$_SDFF_PP0_ | KEY[0] |
| min reg2reg | 1 | 0.53 | U1.Tstep.Q[0]$_SDFF_PP0_ | U1.Tstep.Q[0]$_SDFF_PP0_ |
| max reg2reg | 26 | 17.11 | U1.reg_G.Q[14]$_DFFE_PP_ | U1.Tstep.Q[0]$_SDFF_PP0_ |
-- critical path, delay by kind of cell --
kind | cells | cell delay, ns
simple gates | 1 | 0.03
buf+inv | 2 | 0.32
compound gates | 1 | 0.11
-- power by group through the flow --
stage | sequential [W] | clock (W) | combinational, W
CTS | 0.000447 | 0.000302 | 0.000353
finish | 0.000448 | 0.000260 | 0.000351
global route | 0.000450 | 0.000315 | 0.000392
-- stage by stage --
step / power [W] / instance area [um^2]
2_1_floorplan: 0.0006794 / 8853
3_3_place_gp: 0.0007995 / 9538
6_report: 0.001059 / 10200
3_5_place_dp: 0.0008043 / 9538
4_1_cts: 0.001102 / 10200
5_1_grt: 0.001157 / 10200
-- layout make-up --
type | count | area (um^2)
clock buffers | 22 | 508.0
clock inverters | 14 | 153.9
fillers | 1367 | 7097
inverters | 29 | 108.9
multi-input cells | 466 | 3154
flip-flops and latches | 187 | 5435
well taps | 225 | 281.5
repair buffers | 63 | 558.0
-- kinds of logic (layout without fill, tap and decap cells) --
logic type | count (synthesis) | count (layout) | synth area share (%)
buffers and inverters | 57 | 128 | 3.095
multiplexers | 13 | 13 | 1.512
AND/OR/NAND/NOR | 211 | 211 | 12.69
adder cells (fa/ha/maj) | 21 | 21 | 3.053
flip-flops | 187 | 187 | 61.39
other | 1 | 1 | 0.04236
XOR/XNOR | 22 | 22 | 2.176
AND-OR/OR-AND | 198 | 198 | 16.04
Power is estimated from default activity; no workload was simulated.
